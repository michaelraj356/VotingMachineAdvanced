<file path="flow/run.sh">
#!/bin/bash
# OpenROAD 26Q1-2900-gdf79404cd8, Yosys 0.63+post, stock flow scripts
make -C /OpenROAD-flow-scripts/flow DESIGN_CONFIG=/design/flow/config.mk WORK_HOME=/design/flow/orfs finish
</file>
<file path="flow/config.mk">
export PLATFORM = sky130hd
export DESIGN_NAME = top_fpga
export DESIGN_NICKNAME = top_fpga
export VERILOG_FILES = /design/flow/design.v
export SDC_FILE = /design/flow/constraint.sdc
export NUM_CORES = 4
export LEC_CHECK = 1
export CORE_UTILIZATION = 40
</file>
<file path="flow/constraint.sdc">
current_design top_fpga

set clk_period 3.3
set clk_io_pct 0.2

create_clock -name clk0 -period $clk_period [get_ports {clk}]

set non_clock_inputs [all_inputs -no_clocks]
set_input_delay [expr $clk_period * $clk_io_pct] -clock clk0 $non_clock_inputs
set_output_delay [expr $clk_period * $clk_io_pct] -clock clk0 [all_outputs]
</file>
<file path="flow/design.v">
`timescale 1ns/1ps
module top_fpga (
    input  wire clk,
    input  wire rst_btn,
    input  wire enable_sw,
    input  wire admin_sw,
    input  wire sw2,
    input  wire sw3,
    input  wire btn_A,
    input  wire btn_B,
    input  wire btn_C,
    output reg  [12:0] led
);
    wire rst = rst_btn;
    reg btnA_d, btnB_d, btnC_d;
    always @(posedge clk) begin
        btnA_d <= btn_A;
        btnB_d <= btn_B;
        btnC_d <= btn_C;
    end
    wire vote_A_pulse = btn_A & ~btnA_d;
    wire vote_B_pulse = btn_B & ~btnB_d;
    wire vote_C_pulse = btn_C & ~btnC_d;
    wire [7:0] count_A, count_B, count_C;
    wire [1:0] winner;
    wire       valid_vote;
    wire [1:0] state_out;
    voting_machine_advanced DUT (
        .clk(clk),
        .rst(rst),
        .enable(enable_sw),
        .admin_mode(admin_sw),
        .vote_A(vote_A_pulse),
        .vote_B(vote_B_pulse),
        .vote_C(vote_C_pulse),
        .count_A(count_A),
        .count_B(count_B),
        .count_C(count_C),
        .winner(winner),
        .valid_vote(valid_vote),
        .state_out(state_out)
    );
    wire [1:0] sel = {sw3, sw2};
    reg  [7:0] disp_val;
    always @(*) begin
        case (sel)
            2'b00: disp_val = count_A;
            2'b01: disp_val = count_B;
            2'b10: disp_val = count_C;
            2'b11: disp_val = {4'b0000, state_out, winner};
            default: disp_val = 8'h00;
        endcase
    end
    always @(*) begin
        led[7:0]   = disp_val;
        led[8]     = valid_vote;
        led[10:9]  = winner;
        led[12:11] = state_out;
    end
endmodule
`timescale 1ns/1ps
module voting_machine_advanced (
    input  wire       clk,
    input  wire       rst,
    input  wire       enable,
    input  wire       admin_mode,
    input  wire       vote_A,
    input  wire       vote_B,
    input  wire       vote_C,
    output reg  [7:0] count_A,
    output reg  [7:0] count_B,
    output reg  [7:0] count_C,
    output reg  [1:0] winner,
    output reg        valid_vote,
    output reg  [1:0] state_out
);
    localparam IDLE   = 2'b00;
    localparam VOTING = 2'b01;
    localparam LOCK   = 2'b10;
    localparam RESULT = 2'b11;
    reg [1:0] state, next_state;
    always @(posedge clk or posedge rst) begin
        if (rst)
            state <= IDLE;
        else
            state <= next_state;
    end
    always @(*) begin
        state_out = state;
    end
    always @(*) begin
        case (state)
            IDLE: begin
                if (enable) next_state = VOTING;
                else        next_state = IDLE;
            end
            VOTING: begin
                if (vote_A || vote_B || vote_C)
                    next_state = LOCK;
                else
                    next_state = VOTING;
            end
            LOCK: begin
                if (admin_mode)
                    next_state = RESULT;
                else if (!enable)
                    next_state = IDLE;
                else
                    next_state = LOCK;
            end
            RESULT: begin
                if (!admin_mode)
                    next_state = IDLE;
                else
                    next_state = RESULT;
            end
            default: next_state = IDLE;
        endcase
    end
    always @(posedge clk or posedge rst) begin
        if (rst) begin
            count_A    <= 8'd0;
            count_B    <= 8'd0;
            count_C    <= 8'd0;
            valid_vote <= 1'b0;
        end
        else if (state == VOTING) begin
            valid_vote <= 1'b0;
            if (vote_A && !vote_B && !vote_C) begin
                count_A    <= count_A + 8'd1;
                valid_vote <= 1'b1;
            end
            else if (vote_B && !vote_A && !vote_C) begin
                count_B    <= count_B + 8'd1;
                valid_vote <= 1'b1;
            end
            else if (vote_C && !vote_A && !vote_B) begin
                count_C    <= count_C + 8'd1;
                valid_vote <= 1'b1;
            end
        end
        else begin
            valid_vote <= 1'b0;
        end
    end
    always @(*) begin
        if (state == RESULT) begin
            if ((count_A > count_B) && (count_A > count_C))
                winner = 2'b00;   
            else if ((count_B > count_A) && (count_B > count_C))
                winner = 2'b01;   
            else if ((count_C > count_A) && (count_C > count_B))
                winner = 2'b10;   
            else
                winner = 2'b11;   
        end
        else begin
            winner = 2'b11;       
        end
    end
endmodule
</file>
==> reports/summary.log <==
INFO  flow_run       stage_log_warnings=25
INFO  synthesis      yosysCellCount=206
INFO  cts            worstSkewPairLatency=0.28ns
INFO  worst_setup_path worst_ep_required_time=2.64ns
INFO  power_and_ir_drop share_clk_of_total_power=19.6%
INFO  power_and_ir_drop power_leakage=1.07nW
INFO  final_timing   rsz0062_at_grt=false
INFO  power_and_ir_drop share_seq_of_total_power=38.3%
INFO  synthesis      ff_latch_count_synth=30
INFO  worst_hold_path worstHoldPathType=flip-flop to flip-flop
INFO  worst_setup_path critical_path.max_fanout=4
INFO  flow_run       max_cap_violations=0
INFO  worst_setup_path nature_of_the_critical_path_endpoint=primary output
INFO  cts            cts_inserted_buffers=5
INFO  final_timing   timing.slew.headroom=53.1%
INFO  worst_setup_path setup.worst_path.class=flip-flop to primary output
INFO  placement      number_of_placed_instances_with_taps_included=297
INFO  cells_and_area synthToLayoutAreaGrowth=21.5%
INFO  final_timing   setup_tns_after_final_layout=0ns
INFO  power_and_ir_drop pwr-share-comb=42.1%
INFO  final_timing   hold_viol=0
INFO  drt            wl_per_cell=15.0microns
INFO  cells_and_area final_layout_size_suffix_gt1_share=15.1%
INFO  drt            dr.first_iter.drc_count=104
INFO  global_routing total_overflow_reported_by_the_global_router=0
INFO  floorplanning  floorplan.die.width=74.1microns
INFO  synthesis      syn_area=2080squm
INFO  floorplanning  die.size.y=74.1microns
INFO  worst_setup_path worst_ep_arrival_time=2.49ns
INFO  final_timing   setup-violations-final=0
INFO  final_timing   setup_ws=0.146ns
INFO  final_timing   period_minus_slack=3.15ns
INFO  global_routing grt_pass1_wl=7690microns
INFO  synthesis      postSynth.asyncResetShare=90.0%
INFO  cells_and_area sequential_cell_area=737squm
INFO  floorplanning  std_cell_rows=25
INFO  cells_and_area final.fill_count=448
INFO  final_timing   max_freq=317MHz
INFO  drt            vias=1,617
INFO  cts            htreeDepth=2
INFO  cells_and_area combGateArea=1300squm
INFO  final_timing   fin_worst_skew=0.00538ns
INFO  synthesis      synth_sequential_area_ratio=35.4%
INFO  run_status     status=finished, final reports clean
INFO  global_routing grt_start_max_net_pins=19
INFO  global_routing grt_use_total=19.2%
INFO  synthesis      synthesis.area_per_instance=10.1squm
INFO  cts            cts_tree=built
INFO  cts            worst_setup_hold_path_clk_slew=0.07ns
INFO  drt            vias_per_cell=5.30
INFO  drt            diodes=0
INFO  synthesis      yosys_synthesis_warning_count=2
INFO  global_routing grt_pass1_vias=1,542
INFO  power_and_ir_drop vdd_drop_max=0.403mV
INFO  cts            cts_sinks=30
INFO  synthesis      enable_flop_cells=0
INFO  placement      io_buffer_count=21
INFO  drt            first_pass_iters=4
INFO  drt            drcViolationCount=0
INFO  floorplanning  core_density_at_floorplan=42.9%
INFO  placement      place.detailed.hpwl=3640microns
INFO  power_and_ir_drop power.switching_fraction=37.4%
INFO  cells_and_area most-common-layout-cells=sky130_fd_sc_hd__dfrtp_1 (26), sky130_fd_sc_hd__ha_1 (26), sky130_fd_sc_hd__clkdlybuf4s50_1 (21)
INFO  global_routing grt_antenna_before_repair=0
INFO  worst_setup_path startpoint_type_of_the_worst_setup_path=flip-flop
INFO  cts            clock_tree.root_cell=sky130_fd_sc_hd__clkbuf_8
INFO  synthesis      ys_chip_area=2080squm
INFO  floorplanning  fp.dieArea=5490squm
INFO  drt            drt.antenna.violating_nets=0
INFO  synthesis      ys.flop_type=sky130_fd_sc_hd__dfrtp_1
INFO  final_timing   final.hold.worst_slack=0.525ns
INFO  floorplanning  placeableCoreArea=4850squm
INFO  power_and_ir_drop p_per_area=618nW/um^2
INFO  synthesis      synth_cell_types=38
INFO  power_and_ir_drop p_int=0.978mW
INFO  drt            totalWireLength=4570microns
INFO  cells_and_area utilization=52.2%
INFO  final_timing   max_slew.worst_pin.slew=0.703ns
INFO  final_timing   final_max_slew_violation_count=0
INFO  cts            cts_hold_buffers=0
INFO  cells_and_area layout.cells.non_filler=305
INFO  floorplanning  ioPinCount=22
INFO  power_and_ir_drop netSwitchingPower=0.585mW
INFO  cts            max-clock-path-buffers=2
INFO  final_timing   final_min_period_over_clock_period=95.6%
INFO  synthesis      synthesis.instances=206
INFO  placement      gp_congestion=1.03
INFO  placement      place_worst_setup_slack=0.324ns
[metal layers]
metal  vias up  GRT usage [%]  wire length, microns
li1        812              -                     -
met3         9           2.47                   222
met2        43           28.1                  1970
met1       753           31.7                  2300
met4         0           2.99                    76
met5         -              0                     0
[worst paths after layout]
path,cells past startpoint,to,slack [ns],start
worst min-delay path,1,DUT.count_A[5]$_DFFE_PP0P_,0.52,DUT.count_A[5]$_DFFE_PP0P_
worst max register to register,6,DUT.count_B[7]$_DFFE_PP0P_,1.46,DUT.state[1]$_DFF_PP0_
max in group asynchronous,3,DUT.count_A[2]$_DFFE_PP0P_,1.89,rst_btn
worst min register to register,1,DUT.count_A[5]$_DFFE_PP0P_,0.52,DUT.count_A[5]$_DFFE_PP0P_
worst max-delay path,8,led[10],0.15,DUT.count_B[5]$_DFFE_PP0P_
min in group asynchronous,2,DUT.count_B[6]$_DFFE_PP0P_,0.79,rst_btn
[stage by stage]
step	instance area [sq um]	total power [mW]
6_report	2530	1.56
4_1_cts	2500	1.55
3_3_place_gp	2400	1.23
5_1_grt	2530	1.69
2_1_floorplan	2080	0.977
3_5_place_dp	2400	1.23
[sequential cells by signal, indices dropped and copies added (netlist names)]
name,cells
DUT.count_A,8
DUT.count_B,8
DUT.count_C,8
DUT.state,2
DUT.valid_vote,1
btnA_d,1
btnB_d,1
btnC_d,1
[power groups by stage]
stage	logic, mW	registers [mW]	clock network, mW
after CTS	0.640	0.592	0.316
after global routing	0.747	0.615	0.332
final	0.658	0.599	0.306
[layout make-up]
| type | count | area share [%] |
|---|---|---|
| inverters | 17 | 2.52 |
| flip-flops and latches | 30 | 29.1 |
| clock inverters | 1 | 0.198 |
| clock buffers | 7 | 3.41 |
| repair buffers | 27 | 10.1 |
| multi-input cells | 156 | 51.3 |
| well taps | 67 | 3.32 |
[logic make-up after synthesis]
kind of cell             Yosys count  share of synthesized area (%)
AND-OR/OR-AND                     35                           9.56
XOR/XNOR                          21                           8.84
adder cells (fa/ha/maj)           27                           16.2
buffers and inverters             20                           3.79
flip-flops                        30                           35.4
multiplexers                       7                           4.81
AND/OR/NAND/NOR                   66                           21.4
[critical path: stages (launching register included)]
cell and delay (ns):
sky130_fd_sc_hd__dfrtp_1 0.42, sky130_fd_sc_hd__inv_1 0.17, sky130_fd_sc_hd__ha_1 0.27, sky130_fd_sc_hd__a21oi_1 0.15, sky130_fd_sc_hd__o21ai_0 0.17, sky130_fd_sc_hd__o41ai_2 0.37
sky130_fd_sc_hd__buf_4 0.17, sky130_fd_sc_hd__nand3_1 0.07, sky130_fd_sc_hd__clkdlybuf4s50_1 0.42
[timing repair]
| action | CTS | global route |
|---|---|---|
| gates resized | 0 | 11 |
| hold endpoints to repair | 0 | 0 |
| setup endpoints to repair | 0 | 4 |
| buffers inserted | 0 | 0 |
[synth_stat cells, drive strengths merged (4+ instances only)]
master,n,area (sq um)
dfrtp,27,676
nor2,9,33.8
nand3,11,60.1
nand2,8,30.0
o22ai,6,37.5
a21oi,14,70.1
ha,27,338
inv,17,63.8
nor2b,4,25.0
nand4,12,75.1
o21ai,9,45.0
nor3,5,47.5
mux2i,4,40.0
nand2b,5,53.8
xnor2,19,166
Power figures rest on the tool's default switching activity, not on a simulated workload.
